## ./design.v

```verilog
module dpsm_cv
  #(parameter DATA_WIDTH = 16,
    parameter L = 6)
  (
    input rstn,
    input en,
    input clk,
    input [DATA_WIDTH - 1 : 0] vqx,
    input [DATA_WIDTH - 1 : 0] vqy,
    input signed [(L + 1) * (L + 1) * DATA_WIDTH - 1 : 0] rpsm,
    input qrs,
    input cv1_flag,
    output [DATA_WIDTH - 1 : 0] y
  );
  localparam TOTAL_ELEMENTS = (L + 1) * (L + 1);
  localparam INDEX_BIT_WIDTH = $clog2(TOTAL_ELEMENTS);
  wire [DATA_WIDTH - 1 : 0] xin_array [1 : 0];
  wire [DATA_WIDTH - 1 : 0] rpsm_array [((L + 1) * (L + 1) - 1) : 0];
  reg signed [DATA_WIDTH - 1 : 0] epsm [((L + 1) * (L + 1) - 1) : 0];
  reg signed [DATA_WIDTH - 1 : 0] diff [((L + 1) * (L + 1) - 1) : 0];
  integer i;
  reg [INDEX_BIT_WIDTH - 1 : 0] index;
  reg [DATA_WIDTH - 1 : 0] counter;
  reg [DATA_WIDTH - 1 : 0] cv1;
  assign {xin_array[1], xin_array[0]} = {vqx, vqy};
  genvar unpk_idx; generate for (unpk_idx=0; unpk_idx<(TOTAL_ELEMENTS); unpk_idx=unpk_idx+1) begin; assign rpsm_array[unpk_idx][((DATA_WIDTH)-1):0] = rpsm[((DATA_WIDTH)*unpk_idx+(DATA_WIDTH-1)):((DATA_WIDTH)*unpk_idx)]; end; endgenerate
  always @(posedge clk or negedge rstn)
  begin
    if (!rstn)
    begin
      index <= 0;
    end
    else if (rstn && en)
    begin
      index <= xin_array[0] * (L + 1) + xin_array[1];
    end
  end
  always @(posedge clk or negedge rstn)
  begin
    if (!rstn)
    begin
      for (i = 0; i < TOTAL_ELEMENTS; i++)
        epsm[i] <= 0;
    end
    else if (en && qrs)
    begin
      for (i = 0; i < TOTAL_ELEMENTS; i++)
        epsm[i] <= 0;
    end
    else if (rstn && en)
    begin
      epsm[xin_array[0] * (L + 1) + xin_array[1]] <= epsm[xin_array[0] * (L + 1) + xin_array[1]] + 1;
    end
  end
  always @(posedge clk or negedge rstn)
  begin
    if (!rstn)
    begin
      for (i = 0; i < TOTAL_ELEMENTS; i++)
        diff[i] <= 0;
    end
    else if (en && qrs)
    begin
      for (i = 0; i < TOTAL_ELEMENTS; i++)
        diff[i] <= 0;
    end
    else if (rstn && en)
    begin
      diff[xin_array[0] * (L + 1) + xin_array[1]] <= epsm[xin_array[0] * (L + 1) + xin_array[1]] - rpsm_array[xin_array[0] * (L + 1) + xin_array[1]];
    end
  end
  always @(posedge clk or negedge rstn)
  begin
    if (!rstn)
    begin
      counter = 1;
      cv1 <= 1;
    end
    else if (rstn && en)
    begin
      if (qrs == 1)
      begin
        counter = 1;
        for (i = 0; i < TOTAL_ELEMENTS; i++)
          if (diff[i] != 0)
            counter = counter + 1;
        if (cv1_flag)
          cv1 <= counter;
      end
    end
  end
  assign y = (rstn && en && !cv1_flag) ? (counter / cv1) : {DATA_WIDTH{1'b0}};
endmodule
```

## ./config.mk

```make
export PLATFORM = sky130hd
export DESIGN_NAME = dpsm_cv
export DESIGN_NICKNAME = dpsm_cv
export VERILOG_FILES = /design/flow/design.v
export SDC_FILE = /design/flow/constraint.sdc
export NUM_CORES = 4
export LEC_CHECK = 1
export CORE_UTILIZATION = 30
```

## ./run.sh

```bash
#!/bin/bash
# OpenROAD 26Q1-2900-gdf79404cd8, Yosys 0.63+post, stock flow scripts
make -C /OpenROAD-flow-scripts/flow DESIGN_CONFIG=/design/flow/config.mk WORK_HOME=/design/flow/orfs finish
```

## ./constraint.sdc

```tcl
current_design dpsm_cv

set clk_period 91.7
set clk_io_pct 0.2

create_clock -name clk0 -period $clk_period [get_ports {clk}]

set non_clock_inputs [all_inputs -no_clocks]
set_input_delay [expr $clk_period * $clk_io_pct] -clock clk0 $non_clock_inputs
set_output_delay [expr $clk_period * $clk_io_pct] -clock clk0 [all_outputs]
```

==> run notes <==
Implementation run completed; key figures follow.

Layout:
- The run gives the final standard cell area without fillers as 104000 sq um.
- The run gives the tally of filler cells in the layout as 27100.
- The run puts the fraction of final layout cells sized beyond drive strength 1 at 0.0955.
- Per the run report, area growth between synthesis and finish was 23.3%.

Die:
- The run gives the floorplan die height as 532 um.
- The run puts the number of placement rows at 194.
- The run gives the initial core utilization as 0.302.
- The core region is 279000 sq um.
- The run gives the boundary pin count as 837.
- The run puts the area of the die at 283000 sq um.
- The run puts the die extent in x at 532 um.

Clocking:
- Hold repair after CTS inserted 0 buffers.
- The skew report gives the latency at the later pin of the worst-skew pair as 0.85 ns.
- TritonCTS built the clock tree.
- The run puts the number of buffers between clock root and the deepest sink at 3.
- The tree is rooted in a sky130_fd_sc_hd__clkbuf_16.
- For reference, the clock transition at the flip-flops on the worst setup and hold paths is 0.06 ns.
- The run puts the maximum level of the CTS H-tree at 4.
- The run gives the count of buffers added by post-CTS timing repair for setup as 0.
- The run gives the number of gates resized after cts as 0.
- Clock tree synthesis found a total of 1600 sinks.
- Buffers inserted during clock tree synthesis total 162.

Status:
- The run finished with clean final reports.

Yosys:
- The run puts the area fraction of the dominant cell type after synthesis at 0.474.
- The run puts the area of the mapped netlist at 84300 sq um.
- The run puts the number of distinct standard cells referenced by the synthesized netlist at 114.
- The run puts the mean area per synthesized cell at 9.15 sq um.
- The run puts the number of synthesized flops with an enable pin at 0.
- The run gives the count of instantiated cells in the yosys netlist as 9211.
- The run puts the post-synthesis async set-or-reset flop share at 1.00.
- The synthesis run shows the most used standard cells to be sky130_fd_sc_hd__nand2_1 (1775), sky130_fd_sc_hd__dfrtp_1 (1598), sky130_fd_sc_hd__o21ai_0 (1053), sky130_fd_sc_hd__clkbuf_1 (640), sky130_fd_sc_hd__nor2_1 (428).
- The run gives the library cell occupying the most area in the post-synthesis netlist as sky130_fd_sc_hd__dfrtp_1.
- In the synthesized netlist the dominant register cell turns out to be sky130_fd_sc_hd__dfrtp_1.
- The synthesis stat section lists a flop and latch total of 1600.
- The run gives the synthesized instance count as 9211.
- In the post-synthesis netlist, the biggest area contributors are sky130_fd_sc_hd__dfrtp_1 (47%), sky130_fd_sc_hd__nand2_1 (7.9%), sky130_fd_sc_hd__o21ai_0 (6.3%).
- Yosys instantiated no cell more often than sky130_fd_sc_hd__nand2_1.
- The run puts the yosys synthesis warning count at 3.
- The area recorded from the Yosys report for this design is 84300 sq um.
- The run puts the sequential share of the synthesized area at 0.475.

GRT:
- The run gives the aggregate global-route resource usage as 0.350.
- The run gives the number of antenna violations at the first check in global routing as 98.
- The run puts the remaining global-route overflow at 0.
- The number of global-route vias before repair is 77100.
- The run gives the global-route wire length before repair as 656000 um.
- The run puts the maximum number of pins on one net before global-route repair at 132.

Routing:
- The run puts the total wire length at 485000 um.
- In the final routed layout, each cell accounts on average for 35.1 um.
- The run puts the antenna violation net count after detailed routing at 0.
- The run gives the count of unresolved DRC violations after routing as 0.
- Before antenna repair, the detailed router went through 28 iterations.
- The run gives the per-cell via count in the routed design as 5.88.
- Across all layers, the routed design uses 81200 vias.
- The run puts the violation count after the first detailed-routing iteration at 8693.

Timing:
- The run puts the final critical-path required period at 58.86 ns.
- The run puts the max-slew violation count at 0.
- Between clock sinks in the finished design, the worst skew comes to 0.0830 ns.
- The run gives the final hold violation count as 0.
- The run puts the fmax at 17.0 MHz.
- The run gives the part of the cycle the worst path needs as 0.642.
- The run puts the transition at the pin with the smallest max-transition slack at 1.41 ns.
- The end-of-flow timing check tallies setup violations at 0.
- The run gives the worst-case headroom to the max-slew limit as 0.0632.
- Setup repair after global routing left no endpoint under its margin.
- The run puts the total negative slack for setup checks at 0 ns.

Flow run:
- The run puts the max-cap violation count at 0.
- The run puts the total number of warnings across the stage logs at 66.

Place:
- The run gives the number of buffers inserted by port buffering as 816.
- The run puts the post-placement cell area at 98400 sq um.
- For this run the detailed placement stage logged an HPWL of 354000 um.
- RePlAce ended its routability-driven mode at a weighted congestion of 1.09.

Worst setup path:
- STA classifies the critical path endpoint as a primary output.
- STA classifies the critical path startpoint as a register.
- The run puts the largest stage delay on the critical path at 0.57 ns.
- The run gives the critical path data arrival time as 40.52 ns.
- The run gives the largest fanout on the critical path as 29.
- The critical path is of the reg -> out type.
- The run puts the required time of the critical path at 73.36 ns.
- On the critical path, the stage with the largest delay is an instance of sky130_fd_sc_hd__or4_1.
- Per STA, the library cell used most along the worst path is sky130_fd_sc_hd__o21a_1.

Worst hold path:
- The worst hold path belongs to the class reg -> reg.
[flip-flops by register name, indices dropped and copies added, names as in the netlist]
register / count
diff: 784
cv1: 16
epsm: 784
counter: 16
[routing by layer]
metal  part of all wire  wire [um]  GRT usage  up-vias
met1               0.40     195000      0.469    40400
met2               0.40     192000      0.458     4690
li1                   -          -          -    35000
met3               0.15      73200      0.211     1031
met4              0.041      20000      0.119       69
met5             0.0073       3560     0.0972        -
[area by class of cell]
class | count | area (sq um) | area share
clock inverter | 54 | 612 | 0.00589
antenna | 111 | 278 | 0.00267
sequential | 1600 | 40000 | 0.385
tap | 3724 | 4660 | 0.0448
multi-input combinational | 6778 | 42100 | 0.404
clock buffer | 233 | 4700 | 0.0452
timing repair buffer | 1192 | 11200 | 0.107
inverter | 122 | 458 | 0.00441
[cells by family (layout without fill, tap and decap cells)]
group	after synthesis	count (layout)	synth area share
AND/OR/NAND/NOR	3355	3355	0.180
AND-OR/OR-AND	2805	2805	0.219
XOR/XNOR	303	303	0.0425
other	0	111	0
adder cells (fa/ha/maj)	218	218	0.0331
buffers and inverters	833	1601	0.0373
multiplexers	97	97	0.0127
flip-flops	1600	1600	0.475
[critical path, delay by kind of cell (launching register included)]
family / cells / cell delay [ns]
compound gates: 141 / 27.28
simple gates: 27 / 4.44
fa+ha+maj: 15 / 4.69
flops: 1 / 0.42
mux: 1 / 0.21
buf+inv: 10 / 2.53
[cells in the final DEF (no fill, tap or decap), types with 162 or more instances in the layout]
master / count
sky130_fd_sc_hd__a21oi_1: 304
sky130_fd_sc_hd__a221oi_1: 173
sky130_fd_sc_hd__a22o_1: 258
sky130_fd_sc_hd__a22oi_1: 365
sky130_fd_sc_hd__buf_4: 364
sky130_fd_sc_hd__clkbuf_16: 162
sky130_fd_sc_hd__clkdlybuf4s50_1: 815
sky130_fd_sc_hd__dfrtp_1: 1598
sky130_fd_sc_hd__ha_1: 206
sky130_fd_sc_hd__nand2_1: 1753
sky130_fd_sc_hd__nand3_1: 314
sky130_fd_sc_hd__nand4_1: 189
sky130_fd_sc_hd__nor2_1: 344
sky130_fd_sc_hd__nor3_1: 173
sky130_fd_sc_hd__nor4_1: 211
sky130_fd_sc_hd__o21ai_0: 1052
sky130_fd_sc_hd__o31ai_1: 308
[worst paths after layout]
check	startpoint	to	slack, ns	cells past startpoint
worst max-delay path	cv1[15]	y[0]	32.84	194
worst min-delay path	epsm[0][15]	epsm[0][15]	0.48	2
worst max register to register	diff[1][1]	cv1[10]	59.88	150
worst min register to register	epsm[0][15]	epsm[0][15]	0.48	2
max in group asynchronous	rstn	epsm[43][9]	70.12	6
min in group asynchronous	rstn	diff[4][8]	17.41	1
[per-stage QoR]
step                      setup slack (ns)  cells  hold WS, ns  utilization
after floorplan                      37.50   9211        0.446            -
after global placement               33.69  13400        0.459        0.352
after detailed placement             33.94  13400        0.466        0.352
after CTS                            32.78  13700        0.480        0.371
after global routing                 29.10  13800        0.495        0.372
final                                32.84  13800        0.476        0.372
