[/design/flow/design.v]
module shift_register
 #(parameter DATA_WIDTH = 16,
   parameter NB_OF_REGS = 1)
 (
  input rstn,
  input en,
  input clk,
  input [DATA_WIDTH - 1 : 0] xin,
  output [DATA_WIDTH - 1 : 0] y
 );
  reg [DATA_WIDTH - 1 : 0] sr [NB_OF_REGS - 1 : 0];
  integer i;
  always @(posedge clk or negedge rstn)
  begin
    if (!rstn)
    begin
      for (i = 0; i < NB_OF_REGS; i++)
        sr[i] <= 0;
    end
    else if(rstn && en)
    begin
      sr[0] <= xin;
      for (i = 0; i < NB_OF_REGS - 1; i++)
        sr[i + 1] <= sr[i];
    end
  end
  assign y = (rstn && en) ? sr[NB_OF_REGS - 1] : {DATA_WIDTH{1'b0}};
endmodule
module space_vector
  #(parameter DATA_WIDTH = 16,
    parameter d = 5
  )
  (
    input rstn,
    input en,
    input clk,
    input [DATA_WIDTH - 1 : 0] xin,
    input qrs,
    output [DATA_WIDTH - 1 : 0] vx,
    output [DATA_WIDTH - 1 : 0] vy
  );
  reg [DATA_WIDTH - 1 : 0] sr [d - 1 : 0];
  integer i;
  always @(posedge clk or negedge rstn)
  begin
    if (!rstn)
    begin
      for (i = 0; i < d; i++)
        sr[i] <= 0;
    end
    else if (rstn && en)
    begin
      sr[0] <= xin;
      for (i = 0; i < d - 1; i++)
        sr[i + 1] <= sr[i];
    end
  end
  assign vx = (rstn && en) ? sr[d - 1] : {DATA_WIDTH{1'b0}};
  assign vy = (rstn && en) ? sr[0] : {DATA_WIDTH{1'b0}};
endmodule
module quantization
  #(parameter DATA_WIDTH = 16,
    parameter d = 5,
    parameter L = 6
  )
  (
    input rstn,
    input en,
    input clk,
    input signed [DATA_WIDTH - 1 : 0] M,
    input signed [DATA_WIDTH - 1 : 0] vx,
    input signed [DATA_WIDTH - 1 : 0] vy,
    output [DATA_WIDTH - 1 : 0] vqx,
    output [DATA_WIDTH - 1 : 0] vqy
  );
  wire signed [DATA_WIDTH - 1 : 0] xin_array [1 : 0];
  reg signed [DATA_WIDTH - 1 : 0] y_array [1 : 0];
  integer i;
  assign {xin_array[1], xin_array[0]} = {vx, vy};
  wire signed [DATA_WIDTH - 1 : 0] xin_array_0 = xin_array[0];
  wire signed [DATA_WIDTH - 1 : 0] xin_array_1 = xin_array[1];
  wire signed [DATA_WIDTH - 1 : 0] y_array_0 = y_array[0];
  wire signed [DATA_WIDTH - 1 : 0] y_array_1 = y_array[1];
  always @(posedge clk or negedge rstn)
  begin
    if (!rstn)
    begin
      for (i = 0; i < 2; i++)
        y_array[i] <= 0;
    end
    else if (rstn && en)
    begin
      for (i = 0; i < 2; i++)
        y_array[i] <= ((xin_array[i] + M) * L + M) / (2 * (M + 1));
    end
  end
  assign vqx = (rstn && en) ? y_array[0] : {DATA_WIDTH{1'b0}};
  assign vqy = (rstn && en) ? y_array[1] : {DATA_WIDTH{1'b0}};
endmodule
module shiftable_memory
  #(parameter DATA_WIDTH = 16,
    parameter MEM_CAPACITY = 49
  )
  (
    input rstn,
    input en,
    input clk,
    input [DATA_WIDTH - 1 : 0] A,
    input shiftA,
    input [DATA_WIDTH - 1 : 0] WDB,
    input WEB,
    input clrB,
    output reg [DATA_WIDTH - 1 : 0] RDA,
    output reg [DATA_WIDTH - 1 : 0] RDB
  );
  reg [DATA_WIDTH - 1 : 0] memA [MEM_CAPACITY - 1 : 0];
  reg [DATA_WIDTH - 1 : 0] memB [MEM_CAPACITY - 1 : 0];
  integer i;
  always @(posedge clk or negedge rstn)
  begin
    if (!rstn)
    begin
      for (i = 0; i < MEM_CAPACITY; i++)
      begin
        memA[i] <= 0;
        memB[i] <= 0;
      end
    end
    else if (rstn && en)
    begin
      if (shiftA)
      begin
        for (i = 0; i < MEM_CAPACITY; i++)
          memA[i] <= memB[i];
      end
      if (clrB)
      begin
        for (i = 0; i < MEM_CAPACITY; i++)
          memB[i] <= 0;
      end
      else if (WEB)
        memB[A] <= WDB;
    end
  end
  always @(negedge clk or negedge rstn)
  begin
    if (!rstn)
    begin
      RDA <= 0;
      RDB <= 0;
    end
    else if (rstn && en)
    begin
      RDA <= memA[A];
      RDB <= memB[A];
    end
  end
endmodule
module memory
  #(parameter DATA_WIDTH = 16,
    parameter L = 6)
  (
    input rstn,
    input en,
    input clk,
    input clr,
    input [DATA_WIDTH - 1 : 0] A,
    input WE,
    input [DATA_WIDTH - 1 : 0] WD,
    output [DATA_WIDTH - 1 : 0] RD
  );
  localparam TOTAL_ELEMENTS = (L + 1) * (L + 1);
  reg [DATA_WIDTH - 1 : 0] mem [TOTAL_ELEMENTS - 1 : 0];
  integer i;
  always @(posedge clk or negedge rstn)
  begin
    if (!rstn)
    begin
      for (i = 0; i < TOTAL_ELEMENTS; i++)
        mem[i] <= 0;
    end
    else if (rstn && en)
    begin
      if (clr)
      begin
        for (i = 0; i < TOTAL_ELEMENTS; i++)
          mem[i] <= 0;
      end
      else if (WE)
        mem[A] <= WD;
    end
  end
  assign RD = (rstn && en) ? mem[A] : {DATA_WIDTH{1'b0}};
endmodule
module adder
  #(parameter DATA_WIDTH = 16)
  (
    input rstn,
    input en,
    input [DATA_WIDTH - 1 : 0] a,
    input [DATA_WIDTH - 1 : 0] b,
    output [DATA_WIDTH - 1 : 0] y
  );
  assign y = (rstn && en) ? (a + b) : {DATA_WIDTH{1'b0}};
endmodule
module sub
  #(parameter DATA_WIDTH = 16)
  (
    input rstn,
    input en,
    input [DATA_WIDTH - 1 : 0] a,
    input [DATA_WIDTH - 1 : 0] b,
    output [DATA_WIDTH - 1 : 0] y
  );
  wire signed [DATA_WIDTH - 1 : 0] c;
  assign c = (rstn && en) ? (a - b) : {DATA_WIDTH{1'b0}};
  assign y = (rstn && en) ? ((c < 0) ? -c : c) : {DATA_WIDTH{1'b0}};
endmodule
module psm
  #(parameter DATA_WIDTH = 16,
    parameter L = 6
  )
  (
    input rstn,
    input en,
    input clk,
    input [DATA_WIDTH - 1 : 0] vqx,
    input [DATA_WIDTH - 1 : 0] vqy,
    input [DATA_WIDTH - 1 : 0] thrh,
    input qrs,
    input cv1_flag,
    input test_phase,
    output reg [DATA_WIDTH - 1 : 0] CPSD
  );
  localparam TOTAL_ELEMENTS = (L + 1) * (L + 1);
  localparam INDEX_BIT_WIDTH = $clog2(TOTAL_ELEMENTS);
  wire [DATA_WIDTH - 1 : 0] A;
  wire shiftA;
  wire [DATA_WIDTH - 1 : 0] RPSM;
  wire [DATA_WIDTH - 1 : 0] EPSM;
  wire [DATA_WIDTH - 1 : 0] DPSM;
  wire [DATA_WIDTH - 1 : 0] EPSM_Next;
  wire [DATA_WIDTH - 1 : 0] DPSM_Next;
  reg signed [DATA_WIDTH - 1 : 0] thr_counter;
  reg signed [DATA_WIDTH - 1 : 0] non_zero_counter;
  reg [DATA_WIDTH - 1 : 0] CV1;
  reg [DATA_WIDTH - 1 : 0] CVn;
  assign A = vqx * L + vqy;
  shiftable_memory
  #(.DATA_WIDTH(DATA_WIDTH),
    .MEM_CAPACITY(TOTAL_ELEMENTS)
  )
  MEM_REPSM
  (
    .rstn(rstn),
    .en(en),
    .clk(clk),
    .A(A),
    .shiftA(shiftA),
    .WDB(EPSM_Next),
    .WEB(1'b1),
    .clrB(qrs),
    .RDA(RPSM),
    .RDB(EPSM)
  );
  adder
  #(.DATA_WIDTH(DATA_WIDTH))
  ADDER_EPSM
  (
    .rstn(rstn),
    .en(en),
    .a(EPSM),
    .b({{(DATA_WIDTH - 1){1'b0}} , 1'b1}),
    .y(EPSM_Next)
  );
  sub
  #(.DATA_WIDTH(DATA_WIDTH))
  SUB_DPSM
  (
    .rstn(rstn),
    .en(en),
    .a(RPSM),
    .b(EPSM_Next),
    .y(DPSM_Next)
  );
  memory
  #(.DATA_WIDTH(DATA_WIDTH))
  MEM_DPSM
  (
    .rstn(rstn),
    .en(en),
    .clk(clk),
    .clr(qrs),
    .A(A),
    .WE(1'b1),
    .WD(DPSM_Next),
    .RD(DPSM)
  );
  always @(posedge clk or negedge rstn)
  begin
    if (!rstn)
    begin
      thr_counter <= 0;
    end
    else if (rstn && en)
    begin
      if (!test_phase)
      begin
        if (qrs)
          thr_counter <= 0;
        else if (DPSM >= thrh && DPSM_Next < thrh)
          thr_counter <= thr_counter + 1;
        else if (DPSM < thrh && DPSM_Next >= thrh && thr_counter != 0)
          thr_counter <= thr_counter - 1;
      end
    end
  end
  assign shiftA = (rstn && en && !test_phase && qrs && thr_counter == 0) ? 1 : 0;
  always @(posedge clk or negedge rstn)
  begin
    if (!rstn)
    begin
      non_zero_counter <= 0;
    end
    else if (rstn && en)
    begin
      if (test_phase)
      begin
        if (qrs)
          non_zero_counter <= 0;
        else if (DPSM == 0 && DPSM_Next != 0)
          non_zero_counter <= non_zero_counter + 1;
        else if (DPSM != 0 && DPSM_Next == 0)
          non_zero_counter <= non_zero_counter - 1;
      end
    end
  end
  always @(posedge clk or negedge rstn)
  begin
    if (!rstn)
    begin
      CV1 <= 1;
      CVn <= 0;
    end
    else if (rstn && en)
    begin
      if (test_phase)
        if (qrs)
          if (cv1_flag)
            CV1 <= (non_zero_counter == 0) ? (non_zero_counter + 1) : non_zero_counter;
          else
            CVn <= non_zero_counter;
    end
  end
  always @(posedge clk or negedge rstn)
  begin
    if (!rstn)
    begin
      CPSD <= {DATA_WIDTH{1'b0}};
    end
    else if (rstn && en)
    begin
      if (!cv1_flag)
        if (qrs)
          CPSD <= CVn / CV1;
    end
  end
endmodule
module thresholding
  #(parameter DATA_WIDTH = 16)
  (
    input rstn,
    input en,
    input clk,
    input [DATA_WIDTH - 1 : 0] xin,
    input [DATA_WIDTH - 1 : 0] thr1,
    input [DATA_WIDTH - 1 : 0] thr2,
    output normal,
    output AF,
    output VF
  );
  assign normal = (rstn && en) ? ((xin <= thr1 ? 1'b1 : 1'b0)) : 1'b0;
  assign AF = (rstn && en) ? (((xin > thr1 && xin <= thr2) ? 1'b1 : 1'b0)) : 1'b0;
  assign VF = (rstn && en) ? ((xin > thr2 ? 1'b1 : 1'b0)) : 1'b0;
endmodule
module timer
  #(parameter PERIOD = 8000)
  (
    input rstn,
    input en,
    input clk,
    input start,
    output update_flag
  );
  reg [31 : 0] counter;
  always @(posedge clk or negedge rstn)
  begin
    if (!rstn)
    begin
      counter <= 0;
    end
    else if (rstn && en)
    begin
      if (start == 1)
        counter <= 1;
      if (counter != 0)
        counter <= counter + 1;
      if (counter == PERIOD)
        counter <= 0;
    end
  end
  assign update_flag = (rstn && en && (counter == PERIOD)) ? 1'b1 : 1'b0;
endmodule
module control_unit
  #(parameter DATA_WIDTH = 16)
  (
    input rstn,
    input en,
    input clk,
    input qrs,
    input start,
    input timer_update_flag,
    output reg timer_trigger,
    output reg [1 : 0] which_phase,
    output reg cv1_flag
  );
  localparam STATE_START = 2'b00;
  localparam STATE_TRAINING = 2'b01;
  localparam STATE_TEST = 2'b10;
  localparam STATE_BIT_WIDTH = 2;
  reg [STATE_BIT_WIDTH - 1 : 0] state;
  reg [1 : 0] qrs_counter;
  always @(posedge clk or negedge rstn)
  begin
    if (!rstn)
    begin
      state <= STATE_START;
    end
    else if (rstn && en)
    begin
      case (state)
        STATE_START:
        begin
          if (start == 1)
          begin
            state <= STATE_TRAINING;
          end
        end
        STATE_TRAINING:
        begin
          if (timer_update_flag == 1)
            state <= STATE_TEST;
        end
        STATE_TEST:
        begin
        end
      endcase
    end
  end
  always @(posedge clk or negedge rstn)
  begin
    if (!rstn)
    begin
      timer_trigger <= 0;
    end
    else if (rstn && en)
    begin
      case (state)
        STATE_START:
        begin
          if (start == 1)
          begin
            timer_trigger <= 1;
          end
        end
        default:
          timer_trigger <= 0;
      endcase
    end
  end
  always @(*)
  begin
    if (!rstn)
    begin
      which_phase = 2'b00;
    end
    else if (rstn && en)
    begin
      case (state)
        STATE_TRAINING: which_phase = 2'b10;
        STATE_TEST:     which_phase = 2'b01;
      endcase
    end
  end
  always @(posedge clk or negedge rstn)
  begin
    if (!rstn)
    begin
      cv1_flag <= 1;
    end
    else if (rstn && en)
    begin
      case (state)
      STATE_TEST:
      begin
        if (qrs)
          cv1_flag <= 0;
      end
      endcase
    end
  end
endmodule
module cpsd_top
  #(parameter DATA_WIDTH = 16)
  (
    input rstn,
    input en,
    input clk,
    input start,
    input [DATA_WIDTH - 1 : 0] xin,
    input [DATA_WIDTH - 1 : 0] max,
    input qrs,
    output normal,
    output AF,
    output VF
  );
  parameter ALIGNED_SHIFT = 30;
  parameter D = 6;
  parameter L = 6;
  parameter NB_DEMUX_OUPUTS = 2;
  parameter PERIOD_8000MS = 1600;
  wire [DATA_WIDTH - 1 : 0] sr_out;
  wire [DATA_WIDTH - 1 : 0] vector_x;
  wire [DATA_WIDTH - 1 : 0] vector_y;
  wire [DATA_WIDTH - 1 : 0] vector_norm_x;
  wire [DATA_WIDTH - 1 : 0] vector_norm_y;
  wire [NB_DEMUX_OUPUTS - 1 : 0] which_phase;
  wire cv1_flag;
  wire [DATA_WIDTH - 1 : 0] cpsd_n;
  reg [DATA_WIDTH - 1 : 0] thr1 = 5;
  reg [DATA_WIDTH - 1 : 0] thr2 = 10;
  reg [DATA_WIDTH - 1 : 0] thrh = 3;
  wire timer_trigger;
  wire timer_update_flag;
  shift_register
  #(
    .DATA_WIDTH(DATA_WIDTH),
    .NB_OF_REGS(ALIGNED_SHIFT)
  )
  SR1
  (
    .rstn(rstn),
    .en(en),
    .clk(clk),
    .xin(xin),
    .y(sr_out)
  );
  space_vector
  #(.DATA_WIDTH(DATA_WIDTH),
    .d(D)
  )
  SV
  (
    .rstn(rstn),
    .en(en),
    .clk(clk),
    .xin(sr_out),
    .qrs(qrs),
    .vx(vector_x),
    .vy(vector_y)
  );
  quantization
  #(.DATA_WIDTH(DATA_WIDTH),
    .d(D),
    .L(L)
  )
  NORM
  (
    .rstn(rstn),
    .en(en),
    .clk(clk),
    .M(max),
    .vx(vector_x),
    .vy(vector_y),
    .vqx(vector_norm_x),
    .vqy(vector_norm_y)
  );
  psm
  #(.DATA_WIDTH(DATA_WIDTH),
    .L(L)
  )
  PSM
  (
    .rstn(rstn),
    .en(en),
    .clk(clk),
    .vqx(vector_norm_x),
    .vqy(vector_norm_y),
    .thrh(thrh),
    .qrs(qrs),
    .cv1_flag(cv1_flag),
    .test_phase(which_phase[0]),
    .CPSD(cpsd_n)
  );
  thresholding
  #(.DATA_WIDTH(DATA_WIDTH))
  THR
  (
    .rstn(rstn),
    .en(en),
    .clk(clk),
    .xin(cpsd_n),
    .thr1(thr1),
    .thr2(thr2),
    .normal(normal),
    .AF(AF),
    .VF(VF)
  );
  timer
  #(.PERIOD(PERIOD_8000MS))
  TIMER_8S
  (
    .rstn(rstn),
    .en(en),
    .clk(clk),
    .start(timer_trigger),
    .update_flag(timer_update_flag)
  );
  control_unit
  #(.DATA_WIDTH(DATA_WIDTH))
  CU
  (
    .rstn(rstn),
    .en(en),
    .clk(clk),
    .qrs(qrs),
    .start(start),
    .timer_update_flag(timer_update_flag),
    .timer_trigger(timer_trigger),
    .which_phase(which_phase),
    .cv1_flag(cv1_flag)
  );
endmodule
[/design/flow/run.sh]
#!/bin/bash
# OpenROAD 26Q1-2900-gdf79404cd8, Yosys 0.63+post, stock flow scripts
make -C /OpenROAD-flow-scripts/flow DESIGN_CONFIG=/design/flow/config.mk WORK_HOME=/design/flow/orfs finish
[/design/flow/config.mk]
export PLATFORM = sky130hd
export DESIGN_NAME = cpsd_top
export DESIGN_NICKNAME = cpsd_top
export VERILOG_FILES = /design/flow/design.v
export SDC_FILE = /design/flow/constraint.sdc
export NUM_CORES = 4
export LEC_CHECK = 1
export CORE_UTILIZATION = 30
[/design/flow/constraint.sdc]
current_design cpsd_top

set clk_period 127.3
set clk_io_pct 0.2

create_clock -name clk0 -period $clk_period [get_ports {clk}]

set non_clock_inputs [all_inputs -no_clocks]
set_input_delay [expr $clk_period * $clk_io_pct] -clock clk0 $non_clock_inputs
set_output_delay [expr $clk_period * $clk_io_pct] -clock clk0 [all_outputs]
==> results.json <==
{
  "status": "finished, final reports clean",
  "regToRegEndpoint": "NORM.y_array[0][4]$_DFFE_PN0N_",
  "place_congestion": 0.971,
  "start_kind": "input port",
  "tightest_slew_ns": 1.15,
  "wirelength_mm": 752,
  "first_pass_iters": 9,
  "ys_warn_count": 15,
  "synthToLayoutAreaGrowth_pct": 12.1,
  "stdcell_count": 31170,
  "ios": 40,
  "clk_latency_ns": 1.05,
  "wl_per_cell_um": 24.1,
  "finalSetupTns_ns": 0,
  "ys_area_mm2": 0.197,
  "edf_count": 0,
  "clock_path_buffers": 4,
  "endpoint": "NORM.y_array[0][4]$_DFFE_PN0N_",
  "syn_area_per_cell_um2": 8.81,
  "wl_met2_mm": 319,
  "cts-root-buf": "clkbuf_16",
  "finalClockPeriodUsage_pct": 94.1,
  "fp-utilization_pct": 30.2,
  "dr_wl_met3_mm": 83.3,
  "clock_skew_ns": 0.170,
  "critPathCaptureType": "flip-flop",
  "cp_slowest_stage_delay_ns": 0.70,
  "die_x_um": 813,
  "grt_use_total_pct": 22.9,
  "ys.flops": 3089,
  "yosysCellCount": 22421,
  "worstPathRequired_ns": 128.17,
  "path_common_cell": "o21a_1",
  "drc_errors": 0,
  "synth.top_cell.area_share_pct": 38.7,
  "final_antenna_net_count": 0,
  "ff_type": "dfrtp_1",
  "slew_violations": 0,
  "synthArstFlopShare_pct": 100,
  "die_height_um": 813,
  "dp.cells": 30526,
  "period_needed_ns": 119.81,
  "coreArea_mm2": 0.655,
  "top_layer": "met5",
  "hold_class": "reg2reg",
  "cap_violations": 0,
  "setup_viol": 0,
  "hpwl_mm": 502,
  "port_buffers": 39,
  "syn_inst": 22421,
  "unclocked_pins": 1,
  "cp_top_family": "AND-OR/OR-AND gates",
  "yosysUniqueCellTypes": 118,
  "finalHoldViolCount": 0,
  "fmax_ghz": 0.00835,
  "holdWs_ns": 0.419,
  "untimed_endpoints": 1,
  "antenna_found_initial": 28,
  "cts_tree": "yes",
  "cpMaxStageDelayCell": "or4b_2",
  "cp-startpoint": "rstn",
  "placementRows": 297,
  "critPathArrivalTime_ns": 120.68,
  "rsz0062_at_grt": "false",
  "synth_area_mm2": 0.197,
  "vias": 175284,
  "first_global_vias": 167710,
  "overflow": 0,
  "grt_max_degree": 174,
  "drive_gt1_share_pct": 11.4,
  "synth_top_cell_by_area": "dfrtp_1",
  "placed_area_mm2": 0.210,
  "cts_inserted_buffers": 339,
  "hold_buffers": 0,
  "crit_buf_inv": 26,
  "drt-met1-wl_mm": 311,
  "relSlewSlack_pct": 22.9,
  "critPathKind": "in2reg",
  "worst-path-stages": 384,
  "grt_pass1_wl_mm": 1120,
  "area_leaders": "dfrtp_1, ha_1, o21ai_0",
  "worstRegToRegCells": 383,
  "drt_first_iter_violations": 15693,
  "nFillCells": 66352,
  "stdcell_area_mm2": 0.221,
  "worst-path-max-fanout": 34,
  "r2r_slack_ns": 32.50,
  "die_area_mm2": 0.661,
  "htree_levels": 5,
  "r2r-start": "SV.sr[0][1]$_DFFE_PN0N_",
  "tool_warnings": 80,
  "clk_pin_slew_ns": 0.07,
  "vias_per_cell": 5.62
}
-- cells in the mapped netlist, drive strengths merged (45+ instances only) --
| library cell | count |
|---|---|
| a211oi | 102 |
| o22ai | 45 |
| and2 | 88 |
| nand4 | 289 |
| nor4 | 147 |
| a21oi | 817 |
| a211o | 45 |
| a221o | 151 |
| nand3 | 1861 |
| ha | 1334 |
| nand2b | 149 |
| clkbuf | 1210 |
| xnor2 | 495 |
| and3 | 150 |
| nor3 | 613 |
| dfrtp | 3053 |
| nand2 | 3057 |
| o21bai | 98 |
| mux2 | 1016 |
| a221oi | 120 |
| a31oi | 134 |
| inv | 430 |
| a21o | 332 |
| buf | 241 |
| o21a | 470 |
| o211ai | 91 |
| a22oi | 455 |
| nor2 | 1203 |
| and4 | 48 |
| xor2 | 283 |
| or2 | 115 |
| nor2b | 155 |
| o31ai | 123 |
| or3 | 163 |
| mux2i | 68 |
| a22o | 234 |
| o21ai | 2323 |
| o2111ai | 61 |
-- kinds of logic (layout without fill, tap and decap cells) --
group | count (synthesis) | in the layout | synth area share [%]
other | 1 | 271 | 0.00190
AOI/OAI and AO/OA | 6071 | 6071 | 19.9
latches | 1 | 1 | 0.00760
muxes | 1084 | 1084 | 6.14
buffers and inverters | 1885 | 1693 | 3.62
adders and majority gates | 1344 | 1344 | 8.55
xor gates and xnor gates | 780 | 780 | 3.47
DFF | 3088 | 3088 | 39.1
and+or+nand+nor | 8167 | 8167 | 19.1
-- how the worst min path moves through the flow --
stage,start,to,slack (ns),cells past startpoint
CTS,SR1.sr[12][10]$_DFFE_PN0N_,SR1.sr[13][10]$_DFFE_PN0N_,0.43,2
global route,SR1.sr[5][3]$_DFFE_PN0N_,SR1.sr[6][3]$_DFFE_PN0N_,0.46,2
finish,SR1.sr[12][10]$_DFFE_PN0N_,SR1.sr[13][10]$_DFFE_PN0N_,0.42,2
-- layer usage --
layer	track usage, %	up-vias
met5	0.485	-
met4	9.00	28
met3	8.82	1706
met2	33.4	7257
met1	31.1	85027
li1	-	81266
-- sequential cells by signal, indices dropped and copies added, names as in the netlist --
register,flops
PSM.MEM_DPSM.mem,784
PSM.CV1,16
PSM.non_zero_counter,16
CU.state,3
PSM.CVn,16
SV.sr,96
PSM.MEM_REPSM.memB,784
CU.which_phase,1
PSM.CPSD,16
TIMER_8S.counter,32
PSM.MEM_REPSM.RDB,16
PSM.MEM_REPSM.memA,784
NORM.y_array,11
SR1.sr,480
PSM.thr_counter,16
CU.timer_trigger,1
CU.cv1_flag,1
PSM.MEM_REPSM.RDA,16
-- placed cells by master, fill, tap and decap left out, types with 288 or more instances in the layout --
cell type / instances
ha_1: 1334
o21a_1: 470
nand3_1: 1844
clkbuf_16: 341
nor2_1: 1193
mux2_2: 1016
nand2_1: 3011
nor3_1: 569
buf_4: 590
a21oi_1: 811
a21o_1: 332
dfrtp_1: 3053
a22oi_1: 455
inv_1: 428
o21ai_0: 2295
xnor2_1: 486
nand4_1: 288
-- stage by stage --
| step | worst slack [ns] | utilization [%] |
|---|---|---|
| 2_1_floorplan | 18.07 | - |
| 3_3_place_gp | 7.16 | 32.1 |
| 3_5_place_dp | 6.07 | 32.1 |
| 4_1_cts | 6.55 | 33.8 |
| 5_1_grt | 0.0886 | 33.8 |
| 6_report | 7.49 | 33.8 |
-- worst min-delay path, delay by kind of cell (launching register included) --
family / cells / cell delay, ns
flops: 1 / 0.34
simple gates: 2 / 0.10
-- cell type report --
class                      instances  area (µm²)  area share (%)
antenna                           31        77.6          0.0350
clock buffer                     501        9940            4.49
clock inverter                   107        1340           0.607
inverter                         434        1630           0.736
multi-input combinational      17686      115000            51.9
sequential                      3089       77300            34.9
tap                             8671       10800            4.90
timing repair buffer             651        5280            2.38
-- what timing repair did --
action                     CTS  global route
gates resized                0            13
setup endpoints to repair    0             5
setup buffers                0             5
